## design/flow/run.sh

```bash
#!/bin/bash
# OpenROAD 26Q1-2900-gdf79404cd8, Yosys 0.63+post, stock flow scripts
make -C /OpenROAD-flow-scripts/flow DESIGN_CONFIG=/design/flow/config.mk WORK_HOME=/design/flow/orfs finish
```

## design/flow/config.mk

```make
export PLATFORM = sky130hd
export DESIGN_NAME = PSA_16bit
export DESIGN_NICKNAME = PSA_16bit
export VERILOG_FILES = /design/flow/design.v
export SDC_FILE = /design/flow/constraint.sdc
export NUM_CORES = 4
export LEC_CHECK = 1
export CORE_AREA = 10 10 70 70
export DIE_AREA = 0 0 80 80
```

## design/flow/constraint.sdc

```tcl
current_design PSA_16bit

set clk_period 1.1
set clk_io_pct 0.2

create_clock -name clk0 -period $clk_period

set non_clock_inputs [all_inputs -no_clocks]
set_input_delay [expr $clk_period * $clk_io_pct] -clock clk0 $non_clock_inputs
set_output_delay [expr $clk_period * $clk_io_pct] -clock clk0 [all_outputs]
```

## design/flow/design.v

```verilog
module CLA_4bit(A, B, Cin, S, P, G, Ovfl);
input [3:0] A;
input [3:0] B;
output[3:0] S;
input Cin;
output P, G, Ovfl;
wire cout;
wire c1;
wire c2;
wire c3;
wire p0;
wire p1;
wire p2;
wire p3;
wire g0;
wire g1;
wire g2;
wire g3;
cla add_0(.A(A[0]), .B(B[0]), .C(Cin), .S(S[0]), .P(p0), .G(g0));
cla add_1(.A(A[1]), .B(B[1]), .C(c1), .S(S[1]), .P(p1), .G(g1));
cla add_2(.A(A[2]), .B(B[2]), .C(c2), .S(S[2]), .P(p2), .G(g2));
cla add_3(.A(A[3]), .B(B[3]), .C(c3), .S(S[3]), .P(p3), .G(g3));
assign c1 = g0 | (p0 &  Cin);
assign c2 = g1 | (g0 & p1) | (Cin & p0 & p1);
assign c3 = g2 | (g1 & p2) | (g0 & p1 & p2) | (Cin & p0 & p1 & p2);
assign cout = g3 | (g2 & p3) | (g1 & p2 & p3) | (g0 & p1 & p2 & p3) | (Cin & p0 & p1 & p2 & p3);
assign P = p0 & p1 & p2 & p3;
assign G = g3 | (g2 & p3) | (g1 & p2 & p3) | (g0 & p1 & p2 & p3);
endmodule
module PSA_16bit(Sum, A, B);
input[15:0] A;
input[15:0] B; 
output [15:0] Sum;
wire ovfl0;
wire ovfl1;
wire ovfl2;
wire ovfl3;
wire[15:0] S;
CLA_4bit add1 (.A(A[3:0]), .B(B[3:0]), .Cin(1'b0), .S(S[3:0]), .P(), .G(), .Ovfl(ovfl0));
CLA_4bit add2 (.A(A[7:4]), .B(B[7:4]), .Cin(1'b0), .S(S[7:4]), .P(), .G(), .Ovfl(ovfl1));
CLA_4bit add3 (.A(A[11:8]), .B(B[11:8]), .Cin(1'b0), .S(S[11:8]), .P(), .G(), .Ovfl(ovfl2));
CLA_4bit add4 (.A(A[15:12]), .B(B[15:12]), .Cin(1'b0), .S(S[15:12]), .P(), .G(), .Ovfl(ovfl3));
assign Sum[3:0] = ovfl0 ? {~S[3], {3{S[3]}}} : S[3:0];
assign Sum[7:4] = ovfl1 ? {~S[7], {3{S[7]}}} : S[7:4];
assign Sum[11:8] = ovfl2 ? {~S[11], {3{S[11]}}} : S[11:8];
assign Sum[15:12] = ovfl3 ? {~S[15], {3{S[15]}}} : S[15:12];
endmodule 
module cla(A, B, C, S, P, G);
input A, B, C;
output S, P, G;
assign S = A ^ B ^ C;
assign P = A | B;
assign G = A & B;
endmodule
```

==> GITHUB_STEP_SUMMARY <==
### Yosys + OpenROAD results

| Metric | Value |
|---|---|
| GR Overflow Total | 0 |
| Die area | 6400 um^2 |
| Failing checks | setup timing |
| Most used cell, CP | buf_6 |
| Syn avg cell area | 8.64 um^2 |
| GPL Wtd Cong | 0.715 |
| IO Pins | 48 |
| Final Hold Violation Tally | 0 |
| Cell Rows | 21 |
| Post-route cell area | 1330 um^2 |
| Max incr delay on CP | 0.16 ns |
| CP Class | in2out |
| Max Cap Violations | 0 |
| Vias per cell | 3.56 |
| Buffers plus inverters on the worst setup path | 3 |
| Fin crit period | 1.34 ns |
| Hold path cells | 3 |
| Top cell family by delay on the critical path | buffers and inverters |
| IO buf count | 48 |
| Distinct lib cells used | 9 |
| Worst hold-check path type | in2out |
| CP max-delay cell | nor3_2 |
| Initial antenna violation count | 0 |
| CP Max Fanout | 2 |
| Largest net degree at the start of global routing | 3 |
| Status | complete, but fails checks |
| Worst setup slack after layout | -0.237 ns |
| Via count | 605 |
| Post-detailed-route count of antenna-violating nets | 0 |
| Post-Synthesis Cells | 88 |
| # DRC | 0 |
| Pwr dens | 370 nW/um^2 |
| Clock buffers | 0 |
| Hold Slack | 0.803 ns |
| Initial Utilization | 0.223 |
| Die width | 80 um |
| GR Util All Layers | 0.0565 |
| Critical Path Stages | 7 |
| Post-synth seq share | 0 |
| RSZ-0062 raised after global routing | yes |
| First-pass GRT wire length | 3050 um |
| Max Freq | 748 MHz |
| Peak VDD IR | 0.000139 V |
| Yosys cell count | 88 |
| Tcrit/Tclk final | 1.22 |
| DR WL/cell | 10.7 um |
| Router iterations before antenna repair | 2 |
| Routed WL | 1820 um |
| Flop count | 0 |
| Yosys stat chip area | 761 um^2 |
| Area Overhead vs Synth | 74.3% |
| Slew Limit Fails | 0 |
| Vias in the first global route | 698 |
| # setup viols final | 12 |
| Reg area | 0 um^2 |
| Static Leak | 0.000614 uW |
| Core Footprint | 3420 um^2 |
| Diode count | 0 |
| Post-DP Area | 1260 um^2 |
| Tool warnings | 47 |
| # hold bufs at CTS | 0 |
| Yosys warning tally | 4 |
| Worst Tran Pin Value | 0.179 ns |
| Detail Placement HPWL | 1660 um |
| Slew headroom | 0.880 |
| Layout cells sized above 1 | 0.718 |
| Die height | 80 um |
| Worst setup EP type | output pin |
| CP arrival | 1.12 ns |
| 1st-iter DRT viols | 3 |
| Crit-path cells | buf_6, ha_4, buf_6, nor3b_4, nor3_2, xnor2_1, buf_2 |
| Worst Path Required | 0.88 ns |
| Cell Area, Synth | 761 um^2 |
| Startpoint Class | input pin |
-- where the power goes --
group	internal [uW]	total, uW	leakage [uW]	switching [uW]
Clock	0	0	0	0
Combinational	308	490	0.000614	183
Sequential	0	0	0	0
-- metrics by stage --
step	setup slack [ns]	util	TNS, ns	instances	power (uW)
after floorplan	-0.115	-	-0.742	88	298
after global placement	-1.01	0.368	-13.82	166	525
after detailed placement	-1.02	0.368	-13.89	166	526
after CTS	-0.283	0.383	-2.71	170	493
after global routing	-0.316	0.388	-2.84	170	554
final	-0.237	0.388	-2.27	170	490
-- path summary, 6_finish.rpt --
path              start      end  slack (ns)
hold / removal     A[4]   Sum[4]        0.80
setup / recovery   A[8]  Sum[11]       -0.24
-- routing by layer --
metal	global-route usage	routed length, um
met5	0	0
met4	0	0
met1	0.0652	694
met3	0.0159	151
met2	0.106	969
-- placed cells by master (no fill, tap or decap), drive strengths merged --
cell and instances:
clkdlybuf4s15 2, clkdlybuf4s50 4, ha 20, inv 24
fa 4, xnor2 8, buf 37, clkbuf 1
nor3b 4, dlygate4sd2 8, nor3 4, xor2 4
nor2b 4
-- Yosys cell counts --
library cell  number  area share
inv_1             24        0.12
ha_1              20        0.33
buf_4             16        0.16
xnor2_1            8       0.092
fa_1               4        0.11
nor2b_1            4       0.033
nor3_2             4       0.053
nor3b_2            4       0.066
xor2_1             4       0.046
-- logic make-up after synthesis --
family,after synthesis,synth area share
and+or+nand+nor,12,0.151
adders and majority gates,24,0.434
buffers and inverters,40,0.276
xor gates and xnor gates,12,0.138
-- area by class of cell --
cell class / count / area (um^2)
Fill cell: 352 / 2090
Multi-Input combinational cell: 48 / 757
Timing Repair Buffer: 52 / 414
Inverter: 24 / 97.6
Tap cell: 46 / 57.6
-- repair_timing --
action	CTS	global route
cloned	0	0
pin swaps	29	19
resized	177	11
setup buffers	4	0
hold endpoints to repair	0	0
endpoints found under the setup margin	16	12
Power and IR drop assume default switching activity.
