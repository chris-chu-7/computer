==> design/flow/design.v <==
module rDecoder(regId, Wordline);
input [3:0] regId;
output reg[15:0] Wordline;
always_comb begin
	case(regId)
		4'h0: Wordline = 16'h0001;
		4'h1: Wordline = 16'h0002;
		4'h2: Wordline = 16'h0004;
		4'h3: Wordline = 16'h0008;
		4'h4: Wordline = 16'h0010;
		4'h5: Wordline = 16'h0020;
		4'h6: Wordline = 16'h0040;
		4'h7: Wordline = 16'h0080;
		4'h8: Wordline = 16'h0100;
		4'h9: Wordline = 16'h0200;
		4'ha: Wordline = 16'h0400;
		4'hb: Wordline = 16'h0800;
		4'hc: Wordline = 16'h1000;
		4'hd: Wordline = 16'h2000;
		4'he: Wordline = 16'h4000;
		4'hf: Wordline = 16'h8000;
	endcase
	end
endmodule
==> design/flow/run.sh <==
#!/bin/bash
# OpenROAD 26Q1-2900-gdf79404cd8, Yosys 0.63+post, stock flow scripts
make -C /OpenROAD-flow-scripts/flow DESIGN_CONFIG=/design/flow/config.mk WORK_HOME=/design/flow/orfs finish
==> design/flow/config.mk <==
export PLATFORM = sky130hd
export DESIGN_NAME = rDecoder
export DESIGN_NICKNAME = rDecoder
export VERILOG_FILES = /design/flow/design.v
export SDC_FILE = /design/flow/constraint.sdc
export NUM_CORES = 4
export LEC_CHECK = 1
export CORE_AREA = 10 10 70 70
export DIE_AREA = 0 0 80 80
==> design/flow/constraint.sdc <==
current_design rDecoder

set clk_period 1.0
set clk_io_pct 0.2

create_clock -name clk0 -period $clk_period

set non_clock_inputs [all_inputs -no_clocks]
set_input_delay [expr $clk_period * $clk_io_pct] -clock clk0 $non_clock_inputs
set_output_delay [expr $clk_period * $clk_io_pct] -clock clk0 [all_outputs]
==> results.txt <==
Summary of implementation figures.

Run status
The flow ran to the end, but the final reports show violations. The final reports fail on negative setup slack.

Yosys
A synthesized cell averages 11.3 um^2. The post-synthesis instance area is 226 um^2. In the Yosys report the total cell count is 20. The synthesized chip area reported by yosys is 226 um^2. The post-synthesis instance total is 20.

The synthesis report lists the Yosys warning total as 1. The share of the Yosys chip area taken by registers is 0%. Counting distinct cell types in the post-synthesis netlist gives 6.

Layout
Sequential cells placed in the final layout were counted as 0. Per the layout area report, the register area comes to 0 um^2. The post-layout utilization of the core is 21.3%. The share of final-layout standard cells stronger than drive strength 1 is 91.1%. Relative to the synthesized area, the layout overhead comes to 221%. Clock buffers in the final layout number 0. The final non-filler cell total is slightly above 100.

Ranking logic cells in the layout by count gives the top entries buf_2, buf_6, and4bb_2. The most common logic cell in the final layout is buf_2. After filler insertion, the fill cell instance count of the layout stands at 370.

Setup path
According to the timing report, the data required time at the worst endpoint equals around 800 ps. The endpoint arrival time on the critical path is 940 ps. The maximum net fanout on the critical path is 7. The last element of the critical path is Wordline[2]. The element type at the critical path end is a primary output. The slowest stage of the critical path belongs to the cell nor4b_4.

The launching instance or port of the critical path is regId[3]. The longest incremental delay of any stage on the critical path is reported as 250 ps. In this run the critical path is formed by buf_12, buf_16, buf_6, nor4b_4, buf_2. The type of element launching the critical path is a primary input.

The critical path is of the in2out type.

Detailed routing
The detailed router reports a met3 wire length of 133 um. The sum of met2 wire segment lengths after detailed routing is 542 um. The highest layer used for signal routing is met3.

The initial detailed-routing violation count is 7. Before antenna repair, the detailed router went through 4 iterations. Wires add up to around 1.4 mm.

The remaining antenna violation count after routing is 0. After detailed routing, the number of vias per cell comes to 3.53. For this run, design rule violations remaining after detail routing come to 0. After detailed routing, the wire length on met1 is 764 um. The number of antenna diodes in the final layout is 0.

The script logs the mean routed wire length per placed instance as 14.1 um. The number of vias after detailed routing is 360.

Timing
The highest clock rate is 874 MHz. In the final timing run, aggregate negative setup slack is -868 ps. The count of final max-slew check failures is 0. The final cycle utilization of the critical path is 114%. The post-route minimum period is roughly 1100 ps. The final report lists the setup-violating endpoint count as 10. Setup repair after global routing could not meet its margin everywhere. The transition at the pin with the smallest max-transition slack is between 150 and 200 ps.

The worst max-slew margin expressed relative to the limit is 87.7%. The final worst setup slack is -144 ps. The number of endpoints with negative hold slack in the final report is 0.

Run
The max capacitance violation total is 0. The stage logs contain a warning count of 34.

Power
Power spread over the standard cell area amounts to approximately 350 nW/um^2. The reported leakage power is 0.344 nW. VDD sags by at most 0.115 mV.

Placement
The detailed placer's ending HPWL is a little under 700 um. Counting tap cells, the placed design contains a total of 86 instances. The count of input and output buffers is 20. The final weighted congestion recorded by global placement is between 0.7 and 0.8.

Floorplanning
The pre-placement core utilization is 6.63%. The die boundary height is 80 um. The die covers 6400 um^2.

The top-level port count is 20. The core area is roughly 3400 um^2. The number of placement rows is 21. The chip width is ~80 um.

GRT
The pin count of the biggest net entering global routing is 9. The via count of the first global-routing pass is around 350. The initial antenna violation count is 0.

The total grt overflow is 0. The first global-routing pass estimated 2.01 mm of wire. Global routing used 3.88% of the available tracks.

Worst hold path
The number of cells on the worst hold path is listed as 3. The worst hold path belongs to the class in2out.

Clock tree
The number of hold buffers added after CTS was 0.
[power by group]
part	switching, mW	internal, mW	leakage [nW]
logic	0.0864	0.168	0.344
clock network	0	0	0
registers	0	0	0
[worst max-delay path: cells and delay by family]
family | cells | cell delay (ps)
AND/OR/NAND/NOR | 1 | 250
buffers and inverters | 4 | 490
[cell usage after synthesis, drive strengths merged]
cell	instances	area (um^2)
and4bb	6	75.1
and4b	4	40.0
buf	4	30.0
nor4b	4	60.1
and4	1	8.76
nor4	1	12.5
[how the worst min path moves through the flow]
stage | start | end
after CTS | regId[0] | Wordline[1]
after global routing | regId[0] | Wordline[1]
final | regId[0] | Wordline[1]
[logic make-up (layout without fill, tap and decap cells)]
group	after synthesis	in the layout	share of synthesized area, %
and+or+nand+nor	16	16	86.7
buffers and inverters	4	40	13.3
[cell type report]
| cell class | instances | area [um^2] | area share [%] |
|---|---|---|---|
| repair buffers | 40 | 438 | 60.2 |
| multi-input cells | 16 | 231 | 31.8 |
| well taps | 46 | 57.6 | 7.92 |
[metal layers]
metal / track usage [%] / up-vias
met1: 6.66 / 174
met5: 0 / -
met4: 0 / 0
met3: 1.14 / 0
met2: 4.57 / 20
li1: - / 166
[what timing repair did]
item | CTS | global route
cloned | 4 | 0
setup endpoints to repair | 16 | 15
setup buffers | 10 | 3
pin swaps | 10 | 8
gates resized | 89 | 8
[metrics by stage]
stage	area, um^2	worst slack (ps)	power, mW	hold slack, ps
after global placement	522	-797	0.135	1440
after global routing	727	-169	0.268	741
final	727	-144	0.255	732
after detailed placement	522	-795	0.137	1450
after CTS	687	-133	0.233	737
after floorplan	226	250	0.0509	541
No activity file was given, so power comes from the tool's default toggle rates.
